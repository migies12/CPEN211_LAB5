--- ./config.mk ---
export PLATFORM = sky130hd
export DESIGN_NAME = lab5_top
export DESIGN_NICKNAME = lab5_top
export VERILOG_FILES = /design/flow/design.v
export SDC_FILE = /design/flow/constraint.sdc
export NUM_CORES = 4
export LEC_CHECK = 1
export CORE_UTILIZATION = 30
--- ./constraint.sdc ---
current_design lab5_top

set clk_period 2.2
set clk_io_pct 0.2

create_clock -name clk0 -period $clk_period [get_ports {CLOCK_50}]

set non_clock_inputs [all_inputs -no_clocks]
set_input_delay [expr $clk_period * $clk_io_pct] -clock clk0 $non_clock_inputs
set_output_delay [expr $clk_period * $clk_io_pct] -clock clk0 [all_outputs]
--- ./design.v ---
module ALU(Ain,Bin,ALUop,out,Z);
input [15:0] Ain, Bin;
input [1:0] ALUop;
output reg [15:0] out;
output reg Z;
always @(Ain or Bin or ALUop) begin
	case(ALUop) 
		2'b00: out = Ain + Bin;
		2'b01: out = Ain - Bin;
		2'b10: out = Ain & Bin;
		2'b11: out = ~Bin;
		default: out = 16'bx;
	endcase
	if (out == 16'b0) Z = 1;
	else Z = 0;
end 
endmodule
module datapath(write, vsel, loada, loadb, asel, bsel, loadc, loads, datapath_in,
		 clk, readnum, writenum, shift, ALUop, Z_out, datapath_out);
  input [15:0] datapath_in;
  input clk, write, vsel, loada, loadb, asel, bsel, loadc, loads;
  input [2:0] writenum, readnum;
  input [1:0] shift, ALUop;
  output [15:0] datapath_out;
  output reg Z_out;
  reg [15:0] Ain, Bin,data_out, A_out, B_out, ALU_out, B_shift, data_in, sout;
  reg Z;
  assign data_in = vsel ? datapath_in: datapath_out;
  regfile REGFILE (.data_in(data_in), .writenum(writenum),
			 .write(write), .readnum(readnum), .clk(clk), .data_out(data_out));
  vDFF #(16) A (.clk(clk & loada), .D(data_out), .Q(A_out));
  vDFF #(16) B (.clk(clk & loadb), .D(data_out), .Q(B_out));
  vDFF #(16) C (.clk(clk & loadc), .D(ALU_out), .Q(datapath_out));
  vDFF status (.clk(clk & loads), .D(Z), .Q(Z_out));
 shifter shifter (.in(B_out), .shift(shift), .sout(sout));
  assign Ain = (asel == 1) ? 16'b0 : A_out;
  assign Bin = (bsel == 1) ? {11'b0, datapath_in[4:0]} : sout;
  ALU calculator (.Ain(Ain), .Bin(Bin), .ALUop(ALUop), .out(ALU_out) , .Z(Z));
endmodule
module lab5_top(KEY,SW,LEDR,HEX0,HEX1,HEX2,HEX3,HEX4,HEX5,CLOCK_50);
  input [3:0] KEY;
  input [9:0] SW;
  output [9:0] LEDR; 
  output [6:0] HEX0, HEX1, HEX2, HEX3, HEX4, HEX5;
  input CLOCK_50;
  wire [15:0] datapath_out, datapath_in;
  wire write, vsel, loada, loadb, asel, bsel, loadc, loads;
  wire [2:0] readnum, writenum;
  wire [1:0] shift, ALUop;
  input_iface IN(CLOCK_50, SW, datapath_in, write, vsel, loada, loadb, asel, 
                 bsel, loadc, loads, readnum, writenum, shift, ALUop, LEDR[8:0]);
  datapath DP ( .clk         (~KEY[0]),  
                .readnum     (readnum),
                .vsel        (vsel),
                .loada       (loada),
                .loadb       (loadb),
                .shift       (shift),
                .asel        (asel),
                .bsel        (bsel),
                .ALUop       (ALUop),
                .loadc       (loadc),
                .loads       (loads),
                .writenum    (writenum),
                .write       (write),  
                .datapath_in (datapath_in),
                .Z_out       (LEDR[9]),
                .datapath_out(datapath_out)
             );
  sseg H0(datapath_out[3:0],   HEX0);   
  sseg H1(datapath_out[7:4],   HEX1);
  sseg H2(datapath_out[11:8],  HEX2);
  sseg H3(datapath_out[15:12], HEX3);
  assign HEX4 = 7'b1111111;   
  assign HEX5 = 7'b1111111;   
endmodule
module input_iface(clk, SW, datapath_in, write, vsel, loada, loadb, asel, bsel, 
                   loadc, loads, readnum, writenum, shift, ALUop, LEDR);
  input clk;
  input [9:0] SW;
  output [15:0] datapath_in;
  output write, vsel, loada, loadb, asel, bsel, loadc, loads;
  output [2:0] readnum, writenum;
  output [1:0] shift, ALUop;
  output [8:0] LEDR;
  wire sel_sw = SW[9];  
  wire [15:0] datapath_in_next = sel_sw ? {8'b0,SW[7:0]} : datapath_in;
  vDFF #(16) DATA(clk,datapath_in_next,datapath_in);
  wire [8:0] ctrl_sw;
  wire [8:0] ctrl_sw_next = sel_sw ? ctrl_sw : SW[8:0];
  vDFF #(9) CTRL(clk,ctrl_sw_next,ctrl_sw);
  assign {readnum,vsel,loada,loadb,shift,asel,bsel,ALUop,loadc,loads,writenum,write}={
           ctrl_sw[3:1], ctrl_sw[4], ctrl_sw[5], ctrl_sw[6], 
           ctrl_sw[2:1], ctrl_sw[3], ctrl_sw[4], ctrl_sw[6:5], ctrl_sw[7], ctrl_sw[8],  
           ctrl_sw[3:1], ctrl_sw[0]    
  };
  assign LEDR = sel_sw ? ctrl_sw : {1'b0, datapath_in[7:0]};  
endmodule         
module vDFF(clk,D,Q);
  parameter n=1;
  input clk;
  input [n-1:0] D;
  output [n-1:0] Q;
  reg [n-1:0] Q;
  always @(posedge clk)
    Q <= D;
endmodule
module sseg(in,segs);
  input [3:0] in;
  output reg [6:0] segs;
  always @(in) begin
    case(in)
      3'd0: segs = 7'b1000000;
      3'd1: segs = 7'b1111001;
      3'd2: segs = 7'b0100100;
      3'd3: segs = 7'b0110000;
      3'd4: segs = 7'b0011001;
      3'd5: segs = 7'b0010010;
      3'd6: segs = 7'b0000010;
      3'd7: segs = 7'b1111000;
      3'd8: segs = 7'b0000000;
      3'd9: segs = 7'b0010000;
      3'd10: segs = 7'b0001000;
      3'd11: segs = 7'b0000011;
      3'd12: segs = 7'b0000110;
      3'd13: segs = 7'b0100001;
      3'd14: segs = 7'b0000110;
      3'd15: segs = 7'b0001110;
      default: segs = 7'b1111111;
    endcase
  end
endmodule
module regfile(data_in,writenum,write,readnum,clk,data_out);
localparam IV0 = 8'b00000001;
localparam IV1 = 8'b00000010;
localparam IV2 = 8'b00000100;
localparam IV3 = 8'b00001000;
localparam IV4 = 8'b00010000;
localparam IV5 = 8'b00100000;
localparam IV6 = 8'b01000000;
localparam IV7 = 8'b10000000;
reg[15:0] OUT0, OUT1, OUT2, OUT3, OUT4, OUT5, OUT6, OUT7;
input [15:0] data_in;
input [2:0] writenum, readnum;
input write, clk;
output [15:0] data_out;
reg registerOut;
reg regSel[2:0];
always_ff @(posedge clk) begin
if (write) begin
case(writenum)
	0:begin
	   OUT0 <= data_in;
	   OUT1 <= OUT1;
	   OUT2 <= OUT2;
	   OUT3 <= OUT3;
	   OUT4 <= OUT4;
	   OUT5 <= OUT5;
	   OUT6 <= OUT6;
	   OUT7 <= OUT7;
	   end
	1: begin
	   OUT0 <= OUT0;
	   OUT1 <= data_in;
	   OUT2 <= OUT2;
	   OUT3 <= OUT3;
	   OUT4 <= OUT4;
	   OUT5 <= OUT5;
	   OUT6 <= OUT6;
	   OUT7 <= OUT7;
	   end
	2: begin
 	   OUT0 <= OUT0;
	   OUT1 <= OUT1;
	   OUT2 <= data_in;
	   OUT3 <= OUT3;
	   OUT4 <= OUT4;
	   OUT5 <= OUT5;
	   OUT6 <= OUT6;
	   OUT7 <= OUT7;
	   end
	3: begin 
	   OUT0 <= OUT0;
	   OUT1 <= OUT1;
	   OUT2 <= OUT2;
	   OUT3 <= data_in;
	   OUT4 <= OUT4;
	   OUT5 <= OUT5;
	   OUT6 <= OUT6;
	   OUT7 <= OUT7;
	   end
	4: begin
	   OUT0 <= OUT0;
	   OUT1 <= OUT1;
	   OUT2 <= OUT2;
	   OUT3 <= OUT3;
	   OUT4 <= data_in;
	   OUT5 <= OUT5;
	   OUT6 <= OUT6;
	   OUT7 <= OUT7;
	   end
	5: begin
	   OUT0 <= OUT0;
	   OUT1 <= OUT1;
	   OUT2 <= OUT2;
	   OUT3 <= OUT3;
	   OUT4 <= OUT4;
	   OUT5 <= data_in;
	   OUT6 <= OUT6;
	   OUT7 <= OUT7;
	   end
	6: begin 
	   OUT0 <= OUT0;
	   OUT1 <= OUT1;
	   OUT2 <= OUT2;
	   OUT3 <= OUT3;
	   OUT4 <= OUT4;
	   OUT5 <= OUT5;
	   OUT6 <= data_in;
	   OUT7 <= OUT7;
	   end
	7: begin
	   OUT0 <= OUT0;
	   OUT1 <= OUT1;
	   OUT2 <= OUT2;
	   OUT3 <= OUT3;
	   OUT4 <= OUT4;
	   OUT5 <= OUT5;
	   OUT6 <= OUT6;
	   OUT7 <= data_in;
	   end
	default: begin
	   OUT0 <= OUT0;
	   OUT1 <= OUT1;
	   OUT2 <= OUT2;
	   OUT3 <= OUT3;
	   OUT4 <= OUT4;
	   OUT5 <= OUT5;
	   OUT6 <= OUT6;
	   OUT7 <= OUT7;
	   end
endcase
end 
end  
assign data_out = (readnum == 3'b000) ? OUT0 :
              (readnum == 3'b001) ? OUT1 :
              (readnum == 3'b010) ? OUT2 :
              (readnum == 3'b011) ? OUT3 :
              (readnum == 3'b100) ? OUT4 :
              (readnum == 3'b101) ? OUT5 :
              (readnum == 3'b110) ? OUT6 :
              (readnum == 3'b111) ? OUT7 :
              1'b0;  
endmodule
module shifter(in,shift,sout);
input [15:0] in;
input [1:0] shift;
output reg [15:0] sout;
always @(shift or in) begin 
    case(shift)
        2'b00: sout = in;
        2'b01: sout = in << 1;
        2'b10: sout = in >> 1;
        2'b11: sout = $signed(in) >>> 1;
        default: sout = 16'bx;
    endcase
end
endmodule
--- ./run.sh ---
#!/bin/bash
# OpenROAD 26Q1-2900-gdf79404cd8, Yosys 0.63+post, stock flow scripts
make -C /OpenROAD-flow-scripts/flow DESIGN_CONFIG=/design/flow/config.mk WORK_HOME=/design/flow/orfs finish
==> run summary <==
Status - complete, no violations
Synth area leader - edfxtp_1
Pwr Total - 3180 uW
Die area - 34,600 um2
PortBufs - 49
P_sw - 1330 uW
First-pass DRT Iterations - 4
Commonest flop - edfxtp_1
CP endpoint kind - output port
Flop area - 5900 um2
Number of remaining DRC errors - 0
Max Used Layer - met5
Vias in the first global route - 6,045
Yosys Instances - 783
CP required - 1.76 ns
Die X - 186 um
Clock-pin slew of the registers on the worst-case setup and hold paths - 0.05 ns
Routed length on met1 - 9760 um
Hold Crit Depth - 1
Logic area - 3960 um2
Clock power frac - 0.115
Max-cap violations - 0
Floorplan core density - 0.304
Leak - 0.00409 uW
Combinational share of power - 0.613
Worst path arrival time - 1.67 ns
Post-synth EDFFs - 145
Worst Tran Pin Value - 0.859 ns
Crit-path max FO - 7
Relative slew margins - 0.428
Final non-filler cell total - 1,278
Via/cell ratio - 4.77
IO Count - 67
Row count - 67
CTS max path bufs - 2
Met3 routed WL - 1510 um
Num CTS Buffers - 3
Hold Crit Class - in -> reg
Distinct lib cells - 65
Initial antenna violation count - 1
CTS tree - built
Max-slew violations - 0
Antenna violation net count after detailed routing - 0
Endpoints failing setup - 0
H-tree levels - 1
Hold endpoint - IN.CTRL.Q[8]
Fillers - 3,245
Total tool warning count - 45
Dominant cell area share - 0.429
Setup total negative slack - 0 ns
Dpl cells - 1,271
Synth top area cells - edfxtp_1, dfxtp_1, mux4_2
Most instantiated logic cells after routing - edfxtp_1, dfxtp_1, clkdlybuf4s50_1
Commonest Layout Cell - edfxtp_1
FMAX - 473 MHz
Chip Height - 186 um
Share of cells above drive strength 1 - 0.164
Gr ovfl total - 0
Tcrit/Tclk final - 0.961
Syn Inst Count - 783
Final hold vios - 0
Synth Register Bits - 222
CP Launch Type - input port
RSZ-0062 raised after global routing - false
DP Area - 11,200 um2
First-pass GRT wire length - 34,600 um
Register pins left without a clock - 205
Avg WL per Cell - 17.6 um
Cell Int Power - 1860 uW
Clk root buf - clkbuf_16
Synth Seq Share - 0.581
Antenna Cells - 0
Core Box Area - 33,400 um2
Hold_ws - 0.745 ns
Final Instance Area - 11,300 um2
Final WL - 22,500 um
Hold buffer count at CTS - 0
VDD IR-drop max - 0.000273 V
HPWL Detailed - 16,300 um
Hold path start - SW[8]
Largest net degree at the start of global routing - 80
Area grow syn2layout - 11.6%
DR iter-0 viols - 414
GRT Total Usage - 0.139
Gp weighted congestion - 0.880
Endpoints left unconstrained - 362
Met2 routed WL - 10,800 um
Synth warn - 18
Reg power frac - 0.272
Post-synthesis average cell area - 13.0 um2
Sw frac - 0.417
Post-Syn Area - 10,200 um2
Ys async rst share - 0
DR vias - 6,097
Setup CP Type - in -> out
Synthesized chip area reported by yosys - 10,200 um2
Period minus WS final - 2.11 ns
Power Dens Cells - 281 nW/um2
## Yosys cell counts, drive strengths merged (28+ instances only)
library cell	instances
ha	37
nor2b	43
a21oi	46
o21ai	28
mux2	32
mux2i	33
or2	31
buf	30
edfxtp	145
dfxtp	77
nor2	45
## timing repair
action / CTS / global route
setup endpoints to repair: 8 / 0
gates resized: 4 / 0
buffers inserted: 2 / 0
endpoints found under the hold margin: 0 / 0
## layer usage
layer / track usage / vias up
met3: 0.0395 / 18
li1: - / 2936
met2: 0.225 / 149
met1: 0.197 / 2992
met4: 0.0187 / 2
met5: 0 / -
## power groups by stage
stage | registers [uW] | logic (uW) | clock network (uW)
CTS | 868 | 1970 | 374
finish | 866 | 1950 | 366
global route | 882 | 2170 | 386
## how the worst max path moves through the flow
| stage | startpoint | end | slack (ns) | cells past startpoint |
|---|---|---|---|---|
| after CTS | SW[9] | LEDR[3] | 0.07 | 4 |
| after global routing | SW[9] | LEDR[4] | 0.04 | 4 |
| final | SW[9] | LEDR[3] | 0.09 | 4 |
## critical path: stages
cell           delay, ns
dlygate4sd2_1       0.29
bufbuf_16           0.30
mux2_2              0.36
dlygate4sd2_1       0.28
## final cells by class
type,count,share of cell area
Clock buffer,3,0.00662
Clock inverter,1,0.000442
Inverter,27,0.00894
Multi-Input combinational cell,499,0.349
Sequential cell,222,0.520
Tap cell,448,0.0495
Timing Repair Buffer,78,0.0655
## metrics by stage
stage | utilization | worst slack (ns)
after floorplan | - | 0.0571
after global placement | 0.335 | -0.208
after detailed placement | 0.335 | -0.211
after CTS | 0.339 | 0.0741
after global routing | 0.339 | 0.0370
final | 0.339 | 0.0860
## cells by family (layout without fill, tap and decap cells)
group | Yosys count | count (layout) | synth area share
compound gates | 146 | 146 | 0.0970
xor+xnor | 23 | 23 | 0.0198
fa+ha+maj | 38 | 38 | 0.0476
buf+inv | 75 | 109 | 0.0357
flops | 222 | 222 | 0.581
mux | 86 | 86 | 0.115
other cells | 1 | 14 | 0.000369
simple gates | 192 | 192 | 0.104
Power figures rest on the tool's default switching activity, not on a simulated workload.
